==> /design/flow/design.v <==
`timescale 1ns / 1ps
module M_decoder( input [31:0] inst,
						output Rtype, Itype, shift, MemAccess, branch,
								 addr, subr, andr, orr, sltr, norr, xorr,
								 srl, sll, j, jr, jal, jalr, beq, bne,
								 addi, andi, ori, slti, xori, lui, lw, sw
    );
	 wire [5:0] op, func;
	 assign op = inst[31:26];
	 assign func = inst[5:0];
	 assign j = (op == 6'd2) ? 1 : 0;
	 assign jal = (op ==  6'd3) ? 1 : 0;
	 assign beq = (op == 6'd4) ? 1 : 0;
	 assign bne = (op == 6'd5) ? 1 : 0;
	 assign addi = (op == 6'd8) ? 1 : 0;
	 assign slti = (op == 6'd10) ? 1 : 0;
	 assign andi = (op == 6'd12) ? 1 : 0;
	 assign ori = (op == 6'd13) ? 1 : 0;
	 assign xori = (op == 6'd14) ? 1 : 0;
	 assign lui = (op == 6'd15) ? 1 : 0;
	 assign lw = (op == 6'd35) ? 1 : 0;
	 assign sw = (op == 6'd43) ? 1 : 0;
	 assign sll = (op == 6'd0 && func == 6'd0) ? 1 : 0;
	 assign srl = (op == 6'd0 && func == 6'd2) ? 1 : 0;
	 assign jr = (op == 6'd0 && func == 6'd8) ? 1 : 0;
	 assign jalr = (op == 6'd0 && func == 6'd9) ? 1 : 0;
	 assign addr = (op == 6'd0 && func == 6'd32) ? 1 : 0;
	 assign subr = (op == 6'd0 && func == 6'd34) ? 1 : 0;
	 assign andr = (op == 6'd0 && func == 6'd36) ? 1 : 0;
	 assign orr = (op == 6'd0 && func == 6'd37) ? 1 : 0;
	 assign xorr = (op == 6'd0 && func == 6'd38) ? 1 : 0;
	 assign norr = (op == 6'd0 && func == 6'd39) ? 1 : 0;
	 assign sltr = (op == 6'd0 && func == 6'd42) ? 1 : 0;
	 assign MemAccess = (op == 6'd35 || op == 6'd43) ? 1 : 0;
	 assign shift = (op == 6'd0 && (func == 6'd0 || func == 6'd2) ) ? 1 : 0;
	 assign branch = (op == 6'd4 || op == 6'd5) ? 1 : 0;
	 assign Rtype = (op == 6'd0 && func <= 6'd42 && func >= 6'd32) ? 1 : 0;
	 assign Itype = (op <= 6'd14 && op >= 6'd8) ? 1 : 0;
endmodule
`timescale 1ns / 1ps
module micro_controller(	input	[31:0] inst,
							input clk, rst,
							output PCWriteCond,	PCWrite,	IorD, 	MemRead,
										MemWrite, 		IRWrite,	ext,
										RegWrite,
							output beq_o,		bne_o,
							output [1:0] MemToReg,	RegDst,	ALUsrcA, PCsrc,
							output [2:0] ALUsrcB,
							output reg [3:0] ALUop,
							output [4:0] State_o
    );
	 M_decoder decoder( 	.inst(inst),
								.Rtype(Rtype), .Itype(Itype), .shift(shift), .MemAccess(MemAccess),
								.branch(branch), .addr(addr), .subr(subr), .andr(andr), .orr(orr),
								.sltr(sltr), .norr(norr), .xorr(xorr), .srl(srl), .sll(sll), .j(j),
								.jr(jr), .jal(jal), .jalr(jalr), .addi(addi), .andi(andi), 
								.beq(beq), .bne(bne),
								.ori(ori), .slti(slti), .xori(xori), .lui(lui), .lw(lw), .sw(sw));
	assign bne_o = bne;
	assign beq_o = beq;
	wire [1:0] op;
	always @ * begin
		case(op)
			2'd0:	begin
						if(addr || addi) 	ALUop <= 4'd2;
						else if(subr)		ALUop <= 4'd6;
						else if(andr || andi)	ALUop <= 4'd0;
						else if(orr  || ori)		ALUop <= 4'd1;
						else if(xorr || xori)	ALUop <= 4'd3;
						else if(norr)				ALUop <= 4'd4;
						else if(sltr || slti)	ALUop <= 4'd7;
						else if(srl)				ALUop <= 4'd5;
						else if(sll)				ALUop <= 4'd8;
					end
			2'd1: ALUop <= 4'd2;
			2'd2: ALUop <= 4'd6;
			2'd3: ALUop <= 4'd8;
			default: ;
		endcase
	end
	wire [2:0] AddrCtrl;
	reg [4:0] state;
	always @ (posedge clk or posedge rst) begin
		if(rst) state <= 5'd0;
		else case(AddrCtrl)
			3'd0: state <= 5'd0;
			3'd1: begin
						if(lw | sw) 
										state <= 5'd2;
						else if(addr | subr | andr | orr | xorr | norr | sltr)
										state <= 5'd6;
						else if(addi | slti)
										state <= 5'd10;
						else if(andi | ori | xori)
										state <= 5'd11;
						else if(branch)
										state <= 5'd8;
						else if(j)
										state <= 5'd9;
						else if(jal)
										state <= 5'd16;
						else if(shift)
										state <= 5'd13;
						else if(lui)
										state <= 5'd14;
						else if(jr)
										state <= 5'd15;
						else if(jalr)
										state <= 5'd17;
					end
			3'd2:	begin
						if(lw)
							state <= 5'd3;
						else if(sw)
							state <= 5'd5;
					end
			3'd3: state <= state + 5'd1;
			3'd4: state <= 5'd7;
			3'd5: state <= 5'd12;
			default:;
		endcase
	end
	assign State_o = state;
	reg [22:0] ctrl[0:17];
	always @(posedge rst) begin
		ctrl[0] <= 23'b01010000000000010100011; 
		ctrl[1] <= 23'b00000000000000110101001; 
		ctrl[2] <= 23'b00000000000010100101010;
		ctrl[3] <= 23'b00000000000000001110011;
		ctrl[4] <= 23'b00001000001000001100000;
		ctrl[5] <= 23'b00100000000000001110000;
		ctrl[6] <= 23'b00000000000010000000100;
		ctrl[7] <= 23'b00001000100000001100000;
		ctrl[8] <= 23'b10000010000010001000000;
		ctrl[9]	<= 23'b01000100000000001100000;
		ctrl[10] <= 23'b00000000000010100001101;
		ctrl[11] <= 23'b00000000000010100000101;
		ctrl[12] <= 23'b00001000000000001100000;
		ctrl[13] <= 23'b00000000000101000000100;
		ctrl[14] <= 23'b00000000000111011100101;
		ctrl[15] <= 23'b01000110000000001100000;
		ctrl[16] <= 23'b01001101010000001100000;
		ctrl[17] <= 23'b01001110110000001100000;
	end
	assign PCWriteCond = ctrl[state][22];
	assign PCWrite = ctrl[state][21];
	assign MemWrite = ctrl[state][20];
	assign IRWrite = ctrl[state][19];
	assign RegWrite = ctrl[state][18];
	assign PCsrc[1] = ctrl[state][17];
	assign PCsrc[0] = ctrl[state][16];
	assign RegDst[1] = ctrl[state][15];
	assign RegDst[0] = ctrl[state][14];
	assign MemToReg[1] = ctrl[state][13];
	assign MemToReg[0] = ctrl[state][12];
	assign ALUsrcA[1] = ctrl[state][11];
	assign ALUsrcA[0] = ctrl[state][10];
	assign ALUsrcB[2] = ctrl[state][9];
	assign ALUsrcB[1] = ctrl[state][8];
	assign ALUsrcB[0] = ctrl[state][7];
	assign op[1] = ctrl[state][6];
	assign op[0] = ctrl[state][5];
	assign IorD = ctrl[state][4];
	assign ext = ctrl[state][3];
	assign AddrCtrl[2] = ctrl[state][2];
	assign AddrCtrl[1] = ctrl[state][1];
	assign AddrCtrl[0] = ctrl[state][0];
endmodule
==> /design/flow/run.sh <==
#!/bin/bash
# OpenROAD 26Q1-2900-gdf79404cd8, Yosys 0.63+post, stock flow scripts
make -C /OpenROAD-flow-scripts/flow DESIGN_CONFIG=/design/flow/config.mk WORK_HOME=/design/flow/orfs finish
==> /design/flow/config.mk <==
export PLATFORM = sky130hd
export DESIGN_NAME = micro_controller
export DESIGN_NICKNAME = micro_controller
export VERILOG_FILES = /design/flow/design.v
export SDC_FILE = /design/flow/constraint.sdc
export NUM_CORES = 4
export LEC_CHECK = 1
export CORE_AREA = 10 10 91 91
export DIE_AREA = 0 0 101 101
==> /design/flow/constraint.sdc <==
current_design micro_controller

set clk_period 3.0
set clk_io_pct 0.2

create_clock -name clk0 -period $clk_period [get_ports {clk}]
create_clock -name clk1 -period $clk_period [get_ports {rst}]

set non_clock_inputs [all_inputs -no_clocks]
set_input_delay [expr $clk_period * $clk_io_pct] -clock clk0 $non_clock_inputs
set_output_delay [expr $clk_period * $clk_io_pct] -clock clk0 [all_outputs]
==> results.toml <==
# yosys + openroad results
[route]
wl_um = 5210
detail_route.vias_per_cell = 5.11
dr_wl_met2_um = 2300
wire_per_inst_um = 13.7
wl_met3_um = 438
drc = 0
detail-route-antenna-nets = 0
wl_met1_um = 2440
drt_first_pass_iters = 4
top_layer_used = "met4"
drtIter0Drc = 115
vias = 1941
antennaDiodeCount = 0

[power]
pwr-share-seq = 0.083
p_total_mw = 2.29
swShare = 0.414
p_leak_nw = 1.08
p_int_mw = 1.34
ir_drop_mv = 0.451
switching_power_mw = 0.947
comb_power_share = 0.793
p_per_area_nw_per_um2 = 902
power_frac_clock = 0.125

[worst_hold_path]
hold_depth = 2
min_to = "state[0]$_DFFE_PP0P_"
hold_path.class = "flip-flop to flip-flop"
min_from = "state[0]$_DFFE_PP0P_"

[logic_synthesis]
yosysWarnings = 31
top_area_frac = 0.0802
synth_cells = 227
syn_avg_cell_area_um2 = 6.87
ys_ff = 9
synthArstFlopShare = 0.556
ys_types = 63
yosysCellCount = 227
area_leaders = "dfrtp_1 (8.0%), ha_1 (7.2%), nor2_1 (7.2%)"
common_cells = "nor2_1 (30), nand2_1 (16), a21oi_1 (14), o21ai_0 (14), inv_1 (12)"
top_area_cell = "dfrtp_1"
yosysChipArea_um2 = 1560
netlist_area_um2 = 1560
yosysMostFrequentCell = "nor2_1"
synthFlopType = "dfrtp_1"
edf_count = 0

[clock_tree]
clkTransAtPathRegs_ns = 0.04
holdBufCountCts = 0
cts_tree = "built"

[critical_path]
critPathCaptureType = "output port"
cp_num_buf_inv = 4
crit_fanout = 7
crit_type = "flip-flop to output port"
crit_family = "simple AND/OR/NAND/NOR gates"
cp_cell_sequence = "inv_2, ha_4, or4b_4, nand2_4, nor3_4, nand2_2, inv_4, buf_4, or3_1, dlymetal6s2s_1"
cpPeakStageDelay_ns = 0.49
reg2reg_to = "state[0]$_DFFE_PP0P_"
slowest_stage = "or4b_4"
rr_startpoint = "state[1]$_DFFE_PP0P_"
crit_start = "state[1]$_DFFE_PP0P_"
r2r.worst_path.cells = 8
startpoint_type = "flip-flop"
r2r_slack_ns = 0.44
required_ns = 2.40
worstPathArrival_ns = 2.27

[final_timing]
unclocked_pins = 4
untimed_endpoints = 8
worst_pin_slew_ns = 0.617
drv_slew = 0
fin_skew_ns = 0.00127
timing.final.ws_setup_ns = 0.127
hold_viol = 0
setup_violations = 0
relSlewSlack = 0.585

[placement]
place.gp.congestion = 0.905
dpl_cell_area_um2 = 2220
dp_slack_ns = 0.0499
dp_hpwl_um = 4040
portBuffers = 41

[job]
warnings = 58
drv_cap = 0

[floorplan]
chipHeight_um = 101
die_width_um = 101
coreArea_um2 = 6350
dieArea_um2 = 10200
io_pins = 64
fp_util = 0.246
std_cell_rows = 29

[final_layout]
fin_util = 0.400
final-comb-area_um2 = 1360
drive_gt1_frac = 0.254
syn2layout_area_growth_pct = 62.6
fill_cells = 623
flop_area_um2 = 190
finalInstanceArea_um2 = 2540

[status]
outcome = "finished clean"

[grt]
track_usage = 0.100
grt_overflow = 0
antenna_found_initial = 0
grt_pass1_vias = 1959
grt_max_degree = 15
grt_pass1_wl_um = 8820
## worst reg2reg max path, delay by kind of cell, from the launching register on
family	cells	cell delay (ns)
flip-flops	1	0.42
AND-OR/OR-AND	2	0.55
buffers and inverters	2	0.24
adder cells (fa/ha/maj)	1	0.18
AND/OR/NAND/NOR	2	0.69
multiplexers	1	0.36
## metrics by stage
step	hold slack, ns	instances	setup TNS [ns]
floorplan	0.556	227	0
CTS	0.723	376	-0.0169
finish	0.768	380	0
global placement	0.674	360	0
detailed placement	0.682	360	0
global route	0.794	380	-0.00184
## power groups by stage
stage | logic (mW) | registers, mW | clock network (mW)
global route | 2.01 | 0.195 | 0.313
finish | 1.81 | 0.189 | 0.285
CTS | 1.67 | 0.184 | 0.290
## cell type report
class / count / share of cell area
timing repair buffer: 81 / 0.290
sequential: 9 / 0.0750
multi-input combinational: 188 / 0.535
clock buffer: 7 / 0.0340
inverter: 12 / 0.0197
clock inverter: 6 / 0.00888
tap: 77 / 0.0380
## flip-flops by register name (all words and copies together) (netlist names)
register and count:
state 5, ALUop 4
## what timing repair did
action	CTS	global route
hold endpoints to repair	0	0
resized	16	19
endpoints found under the setup margin	4	4
pin swaps	4	11
setup buffers	4	4
## cell usage in the layout, fill, tap and decap left out, types with 2 or more instances in the layout
cell             synthesis  layout
clkdlybuf4s50_1          0      37
buf_4                    2      36
nor2_1                  30      29
nand2_1                 16      15
inv_1                   12      15
o21ai_0                 14      14
a21oi_1                 14      14
nor2b_1                 10      10
nor3_1                   7       7
o211ai_1                 6       6
clkbuf_8                 0       6
nand4_1                  5       5
and3_1                   5       5
ha_1                     9       5
dlxtn_1                  4       4
nand2b_1                 4       4
a31oi_1                  4       4
nor4_1                   4       4
ha_4                     0       4
dlymetal6s2s_1           0       4
buf_6                    1       4
dfrtp_2                  0       4
a2111oi_4                2       3
nand3b_1                 3       3
nand3_1                  3       3
a311o_1                  3       3
nand2_4                  0       2
o21ai_1                  2       2
inv_4                    0       2
or2_2                    2       2
and2_1                   2       2
a31o_2                   2       2
a22o_1                   2       2
a21boi_0                 2       2
o22a_1                   2       2
xor2_1                   2       2
## kinds of logic after synthesis
group | synth area share
AOI/OAI and AO/OA | 0.332
xor gates and xnor gates | 0.0168
adders and majority gates | 0.0722
buffers and inverters | 0.0858
DFF | 0.0802
latches | 0.0385
muxes | 0.00722
other | 0.00240
and+or+nand+nor | 0.365
## routing by layer
layer / global-route usage / vias to the layer above
met2: 0.160 / 71
met1: 0.134 / 883
met4: 0.0161 / 0
met3: 0.0263 / 4
met5: 0 / -
li1: - / 983
## worst max path at each step
| stage | to | slack, ns | cells past startpoint |
|---|---|---|---|
| 4_1_cts | PCWrite | -0.01 | 9 |
| 5_1_grt | ALUsrcB[1] | -0.002 | 9 |
| 6_report | ALUsrcB[0] | 0.13 | 10 |
Power and IR drop assume default switching activity.
